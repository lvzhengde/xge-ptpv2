==> flow/design.v <==
module xgmii_dr2sr (
  input            clk,
  input            rst_n,
  input   [31:0]   dr_xd_i,
  input   [3:0]    dr_xc_i,
  output  [31:0]   dr_xd_o,
  output  [3:0]    dr_xc_o,
  input   [63:0]   sr_xd_i,
  input   [7:0]    sr_xc_i,
  output  [63:0]   sr_xd_o,
  output  [7:0]    sr_xc_o
);
  reg  [31:0] dr_xd_pos_d1;
  reg  [3:0]  dr_xc_pos_d1;
  reg  [31:0] dr_xd_neg_d1;
  reg  [3:0]  dr_xc_neg_d1;
  always @(posedge clk or negedge rst_n) begin
    if(~rst_n) begin
      dr_xd_pos_d1 <= {4{8'h07}};
      dr_xc_pos_d1 <= 4'hf;
    end
    else begin
      dr_xd_pos_d1 <= dr_xd_i;
      dr_xc_pos_d1 <= dr_xc_i;
    end
  end
  always @(negedge clk or negedge rst_n) begin
    if(~rst_n) begin
      dr_xd_neg_d1 <= {4{8'h07}};
      dr_xc_neg_d1 <= 4'hf;
    end
    else begin
      dr_xd_neg_d1 <= dr_xd_i;
      dr_xc_neg_d1 <= dr_xc_i;
    end
  end
  assign  sr_xd_o = {dr_xd_neg_d1, dr_xd_pos_d1};
  assign  sr_xc_o = {dr_xc_neg_d1, dr_xc_pos_d1};
  reg  [31:0] sr_xd_pos_d1;
  reg  [3:0]  sr_xc_pos_d1;
  reg  [31:0] sr_xd_neg_d1;
  reg  [3:0]  sr_xc_neg_d1;
  always @(posedge clk or negedge rst_n) begin
    if(~rst_n) begin
      sr_xd_pos_d1 <= {4{8'h07}};
      sr_xc_pos_d1 <= 4'hf;
    end
    else begin
      sr_xd_pos_d1 <= sr_xd_i[31:0];
      sr_xc_pos_d1 <= sr_xc_i[3:0];
    end
  end
  always @(negedge clk or negedge rst_n) begin
    if(~rst_n) begin
      sr_xd_neg_d1 <= {4{8'h07}};
      sr_xc_neg_d1 <= 4'hf;
    end
    else begin
      sr_xd_neg_d1 <= sr_xd_i[63:32];
      sr_xc_neg_d1 <= sr_xc_i[7:4];
    end
  end
  wire clk_inv = ~clk;
  assign dr_xd_o = (clk_inv == 1'b0) ? sr_xd_pos_d1 : sr_xd_neg_d1;
  assign dr_xc_o = (clk_inv == 1'b0) ? sr_xc_pos_d1 : sr_xc_neg_d1;
endmodule
==> flow/run.sh <==
#!/bin/bash
# OpenROAD 26Q1-2900-gdf79404cd8, Yosys 0.63+post, stock flow scripts
make -C /OpenROAD-flow-scripts/flow DESIGN_CONFIG=/design/flow/config.mk WORK_HOME=/design/flow/orfs finish
==> flow/config.mk <==
export PLATFORM = sky130hd
export DESIGN_NAME = xgmii_dr2sr
export DESIGN_NICKNAME = xgmii_dr2sr
export VERILOG_FILES = /design/flow/design.v
export SDC_FILE = /design/flow/constraint.sdc
export NUM_CORES = 4
export LEC_CHECK = 1
export CORE_UTILIZATION = 30
==> flow/constraint.sdc <==
current_design xgmii_dr2sr

set clk_period 1.1
set clk_io_pct 0.2

create_clock -name clk0 -period $clk_period [get_ports {clk}]

set non_clock_inputs [all_inputs -no_clocks]
set_input_delay [expr $clk_period * $clk_io_pct] -clock clk0 $non_clock_inputs
set_output_delay [expr $clk_period * $clk_io_pct] -clock clk0 [all_outputs]
==> out/summary.log <==
[status] outcome finished, violations left
[status] violations in the final reports setup timing
[power] internal power contribution 14100 uW
[timing] final tally of hold violations 0
[timing] hold_ws 0.0593 ns
[power] power density cells 2470 nW/um^2
[logic_synthesis] synthesized instance count 185
[logic_synthesis] cell area after technology mapping 4270 sq um
[setup_path] nature of the critical path startpoint flip-flop
[finish] summed area of non-filler cells in the final layout 7460 sq um
[timing] headroom to the max-slew limit 54.6%
[power] total net switching power 4410 uW
[placed_design] gp weighted congestion 0.734
[logic_synthesis] top cell type's share of synthesized area 39.4%
[finish] Register Area 3680 sq um
[setup_path] Critical-path top delay cell dfstp_2
[timing] slew at the pin closest to its max-slew limit 0.682 ns
[logic_synthesis] main area contributors after synthesis dfstp_2 (39%), dfrtn_1 (23%), dfrtp_1 (23%)
[timing] total of endpoints with negative setup slack in the final report 108
[routing] Post-route DRC 0
[run] count of max-cap constraint violations 0
[logic_synthesis] Synth warnings 1
[grt] number of antenna violations at the first check in global routing 0
[placed_design] Post-DP Area 6780 sq um
[die] core area 13900 sq um
[routing] DR vias/cell 3.98
[setup_path] kind of end point of the critical path output port
[setup_path] Setup CP Type flip-flop to output port
[logic_synthesis] Distinct cells, synth 8
[routing] wire length reported by the detailed router 9730 um
[routing] Wirelength per Cell 14.3 um
[timing] setup repair after global routing missed its margin yes
[finish] proportion of layout cells with a drive suffix above 1 55.2%
[finish] area growth from synthesis to layout 74.7%
[clocking] clock tree from TritonCTS yes
[power] switching fraction of total power 23.9%
[power] maximum vdd drop 1.69 mV
[logic_synthesis] cells in synth_stat.txt 185
[logic_synthesis] dominant cell type by area after synthesis dfstp_2
[setup_path] critical path launch point sr_xd_neg_d1[1]
[min_path] path category of the worst min-delay check primary input to asynchronous set/reset pin
[setup_path] Crit path required time 0.88 ns
[power] fraction of power consumed by sequential logic 31.1%
[grt] largest net degree at the start of global routing 21
[run] OpenROAD warning count 100
[routing] antenna diode instance count 0
[routing] number of vias after detailed routing 2706
[setup_path] delay-heaviest family, CP flip-flops
[power] post-layout total power 18500 uW
[grt] total routing resource utilization after global routing 14.4%
[setup_path] count of buffering cells on the critical path with inverters included 1
[grt] global-route wire length before repair 15200 um
[logic_synthesis] Synth Area per Inst 23.1 sq um
[placed_design] count of buffers from port buffering 217
[die] FP Util 30.8%
[setup_path] worst path arrival time 1.84 ns
[clocking] register clock-pin slew on the reported worst setup and hold paths 0.04 ns
[die] I/O pin count 218
[timing] final worst setup slack -0.964 ns
[power] static leakage 0.00355 uW
[timing] Max Transition Viols Final 0
[die] area of the chip 14700 sq um
[power] Logic pwr share 3.8%
[placed_design] post-DP HPWL 6470 um
[grt] via count of the first global-routing pass 3373
[power] clock network fraction of total power 65.1%
[logic_synthesis] count of state elements after synthesis 144
[routing] Initial DRT Pass Iterations 4
[finish] filler cell count in the final layout 1141
[setup_path] cell-by-cell trace of the critical path mux2_4 -> buf_6
[die] x dimension of the die 121 um
[die] height of the die 121 um
[routing] violation count after the first detailed-route iteration 75
[logic_synthesis] chip area estimate from yosys synthesis 4270 sq um
[logic_synthesis] register share after synthesis 86.2%
[grt] GRT Residual Overflow 0
[timing] setup TNS after final layout -65.13 ns
[setup_path] Max FO, Critical Path 1
[routing] count of antenna-violating nets left after detailed routing 0
[setup_path] Max stage delay on crit path 0.51 ns
[finish] multi-input logic area 533 sq um
[die] FP Rows 43
==> placed cells by master (no fill, tap or decap), drive strengths merged <==
| cell type | instances |
|---|---|
| buf | 126 |
| dfrtn | 40 |
| clkbuf | 37 |
| inv | 40 |
| clkinv | 4 |
| dlygate4sd3 | 2 |
| dfrtp | 40 |
| mux2 | 36 |
| dfstp | 64 |
| clkdlybuf4s50 | 108 |
| dlymetal6s4s | 1 |
| clkinvlp | 2 |
==> through the flow <==
stage	util [%]	setup slack, ns	instances
global route	53.8	-1.03	680
floorplan	-	-0.272	185
detailed placement	48.8	-0.728	595
CTS	53.6	-0.985	678
finish	53.8	-0.964	680
global placement	48.8	-0.725	595
==> routing by layer <==
metal / share of wire (%) / global-route usage [%] / wire (um) / vias to the layer above
met1: 35 / 16.7 / 3420 / 1297
li1: - / - / - / 1211
met5: 0 / 0 / 0 / -
met2: 47 / 18.2 / 4540 / 162
met4: 4.2 / 10.5 / 411 / 0
met3: 14 / 10.5 / 1370 / 36
==> Yosys cell counts <==
library cell	count
buf_12	3
buf_6	1
dfrtn_1	40
dfrtp_1	40
dfstp_2	64
inv_1	1
mux2_2	7
mux2_4	29
==> flip-flops by register name, indices dropped and copies added, names as in the netlist <==
register and cells:
dr_xd_neg_d1 32, sr_xd_neg_d1 32, dr_xc_pos_d1 4, sr_xd_pos_d1 32
dr_xc_neg_d1 4, sr_xc_pos_d1 4, sr_xc_neg_d1 4, dr_xd_pos_d1 32
==> how the worst max path moves through the flow <==
stage,endpoint,slack [ns],depth (start not counted)
5_1_grt,dr_xd_o[24],-1.03,2
4_1_cts,dr_xc_o[3],-0.99,2
6_report,dr_xd_o[1],-0.96,2
==> layout make-up <==
| class | instances | area share, % |
|---|---|---|
| Timing Repair Buffer | 203 | 22.4 |
| Tap cell | 180 | 3.02 |
| Clock inverter | 46 | 3.12 |
| Multi-Input combinational cell | 36 | 7.14 |
| Clock buffer | 71 | 15.0 |
| Sequential cell | 144 | 49.3 |
==> cell families after synthesis <==
family	count (synthesis)	share of synthesized area, %
buffers and inverters	5	1.76
multiplexers	36	12.0
flip-flops	144	86.2
==> power groups by stage <==
stage         Sequential, uW  Combinational, uW  Clock, uW
CTS                     5740                718      12400
finish                  5740                701      12000
global route            5760                777      13000
==> what timing repair did <==
action	4_1_cts	5_1_grt
hold endpoints to repair	66	4
hold buffers	3	2
gates resized	351	10
setup buffers	0	0
setup endpoints to repair	108	185
Power and IR drop assume default switching activity.
