**flow/design.v**
```verilog
module gfe_cvt (
  input                clk  ,
  input                rst_n,
  input                mii_mode_i,   
  output               clk_en_o  ,
  input                en_i,
  input                er_i,
  input [7:0]          d_i ,
  output reg           en_o,
  output reg           er_o,
  output reg [7:0]     d_o ,   
  input [63:0]         xd_i,
  input [7:0]          xc_i,
  output reg [63:0]    xd_o,
  output reg [7:0]     xc_o
);
  wire [3:0] clk_cnt_p1;
  reg  [3:0] clk_cnt;
  reg  clk_en;
  assign clk_cnt_p1 = clk_cnt + 1;
  always @(posedge clk or negedge rst_n) begin
    if(!rst_n) 
      clk_cnt <= 4'd0;
    else if((mii_mode_i == 0 && clk_cnt == 4'd7)||(mii_mode_i == 0 && clk_cnt == 4'd15))
      clk_cnt <= 4'd0;
    else 
      clk_cnt <= clk_cnt_p1;
  end
  always @(posedge clk or negedge rst_n) begin
    if(!rst_n) 
      clk_en <= 0;
    else if((mii_mode_i == 0 && clk_cnt == 4'd7)||(mii_mode_i == 0 && clk_cnt == 4'd15))
      clk_en <= 1;
    else 
      clk_en <= 0;
  end
  assign clk_en_o = clk_en;
  reg         en_d1;
  reg         er_d1;
  reg [7:0]   d_d1;
  wire frm_start = en_i & (~en_d1);
  wire frm_end   = en_d1 & (~en_i);
  reg frm_start_d1, frm_end_d1;
  always @(posedge clk) begin
    en_d1 <= en_i;   
    er_d1 <= er_i;
    d_d1  <= d_i ;
    frm_start_d1 <= frm_start;
    frm_end_d1 <= frm_end;
  end
  reg [63:0]    ge_xd;
  reg [7:0]     ge_xc;
  reg [7:0]     ge_oct;
  reg           ge_ctl;
  always @(*) begin 
    ge_xd = xd_o;
    ge_xc = xc_o;
    if(frm_start) begin
      ge_ctl = 1;
      ge_oct = 8'hfb;
    end
    else if(frm_end) begin
      ge_ctl = 1;
      ge_oct = 8'hfd;
    end
    else if(er_i == 1) begin
      ge_ctl = 1;
      ge_oct = 8'hfe;
    end
    else if(en_i == 1) begin
      ge_ctl = 0;
      ge_oct = d_i;
    end
    else begin
      ge_ctl = 1;
      ge_oct = 8'h07;
    end
    case(clk_cnt)
      4'd0:
      begin
        ge_xc[0]   = ge_ctl;
        ge_xd[7:0] = ge_oct;
      end
      4'd1:
      begin
        ge_xc[1]    = ge_ctl;
        ge_xd[15:8] = ge_oct;
      end
      4'd2:
      begin
        ge_xc[2]     = ge_ctl;
        ge_xd[23:16] = ge_oct;
      end
      4'd3:
      begin
        ge_xc[3]     = ge_ctl;
        ge_xd[31:24] = ge_oct;
      end
      4'd4:
      begin
        ge_xc[4]     = ge_ctl;
        ge_xd[39:32] = ge_oct;
      end
      4'd5:
      begin
        ge_xc[5]     = ge_ctl;
        ge_xd[47:40] = ge_oct;
      end
      4'd6:
      begin
        ge_xc[6]     = ge_ctl;
        ge_xd[55:48] = ge_oct;
      end
      4'd7:
      begin
        ge_xc[7]     = ge_ctl;
        ge_xd[63:56] = ge_oct;
      end
    endcase
  end
  reg [63:0]    fe_xd;
  reg [7:0]     fe_xc;
  reg [7:0]     fe_oct, fe_oct_d1;
  reg           fe_ctl, fe_ctl_d1;
  reg  nibble_align;
  always @(posedge clk or negedge rst_n) begin
    if(!rst_n) 
      nibble_align <= 0;
    else if(en_i == 1)
      nibble_align <= ~nibble_align;
    else if(frm_end == 1)
      nibble_align <= 0;
  end
  always @(posedge clk or negedge rst_n) begin
    if(!rst_n) begin
      fe_oct_d1 <= 8'h07;
      fe_ctl_d1 <= 1;
    end
    else if(frm_end_d1 == 1) begin
      fe_oct_d1 <= 8'h07;
      fe_ctl_d1 <= 1;
    end
    else begin
      fe_oct_d1 <= fe_oct;
      fe_ctl_d1 <= fe_ctl;
    end
  end
  always @(*) begin 
    fe_xd = xd_o;
    fe_xc = xc_o;
    if(frm_start_d1) begin
      fe_ctl = 1;
      fe_oct = 8'hfb;
    end
    else if(frm_end_d1) begin
      fe_ctl = 1;
      fe_oct = 8'hfd;
    end
    else if((er_i == 1 || er_d1 == 1) && nibble_align == 1) begin
      fe_ctl = 1;
      fe_oct = 8'hfe;
    end
    else if(en_i == 1 && nibble_align == 1) begin
      fe_ctl = 0;
      fe_oct = {d_i[3:0], d_d1[3:0]};
    end
    else if(en_i == 0 && en_d1 == 0) begin
      fe_ctl = 1;
      fe_oct = 8'h07;
    end
    else begin
      fe_ctl = fe_ctl_d1;
      fe_oct = fe_oct_d1;
    end
    case(clk_cnt)
      4'd0, 4'd1:
      begin
        fe_xc[0]   = fe_ctl;
        fe_xd[7:0] = fe_oct;
      end
      4'd2, 4'd3:
      begin
        fe_xc[1]    = fe_ctl;
        fe_xd[15:8] = fe_oct;
      end
      4'd4, 4'd5:
      begin
        fe_xc[2]     = fe_ctl;
        fe_xd[23:16] = fe_oct;
      end
      4'd6, 4'd7:
      begin
        fe_xc[3]     = fe_ctl;
        fe_xd[31:24] = fe_oct;
      end
      4'd8, 4'd9:
      begin
        fe_xc[4]     = fe_ctl;
        fe_xd[39:32] = fe_oct;
      end
      4'd10, 4'd11:
      begin
        fe_xc[5]     = fe_ctl;
        fe_xd[47:40] = fe_oct;
      end
      4'd12, 4'd13:
      begin
        fe_xc[6]     = fe_ctl;
        fe_xd[55:48] = fe_oct;
      end
      4'd14, 4'd15:
      begin
        fe_xc[7]     = fe_ctl;
        fe_xd[63:56] = fe_oct;
      end
    endcase
  end
  always @(posedge clk or negedge rst_n) begin
    if(!rst_n) begin
      xd_o <= {8{8'h07}}; 
      xc_o <= 8'hff;
    end
    else if(mii_mode_i == 1) begin
      xd_o <= fe_xd; 
      xc_o <= fe_xc;
    end
    else begin
      xd_o <= ge_xd; 
      xc_o <= ge_xc;
    end
  end
  reg [63:0]    xd_i_z1;
  reg [7:0]     xc_i_z1;
  always @(posedge clk) begin
    if(clk_en == 1) begin
      xd_i_z1 <= xd_i;
      xc_i_z1 <= xc_i;
    end
  end
  reg       ge_en  ;
  reg       ge_er  ;
  reg [7:0] ge_d   ; 
  reg       ctl_ge;
  reg [7:0] oct_ge;  
  always @(*) begin
    case(clk_cnt)
      4'd0: 
      begin
        ctl_ge = xc_i[0];
        oct_ge = xd_i[7:0]; 
      end
      4'd1:
      begin
        ctl_ge = xc_i_z1[1];
        oct_ge = xd_i_z1[15:8];
      end
      4'd2:
      begin
        ctl_ge = xc_i_z1[2];
        oct_ge = xd_i_z1[23:16];
      end
      4'd3:
      begin
        ctl_ge = xc_i_z1[3];
        oct_ge = xd_i_z1[31:24];
      end
      4'd4:
      begin
        ctl_ge = xc_i_z1[4];
        oct_ge = xd_i_z1[39:32];
      end
      4'd5:
      begin
        ctl_ge = xc_i_z1[5];
        oct_ge = xd_i_z1[47:40];
      end
      4'd6:
      begin
        ctl_ge = xc_i_z1[6];
        oct_ge = xd_i_z1[55:48];
      end
      4'd7:
      begin
        ctl_ge = xc_i_z1[7];
        oct_ge = xd_i_z1[63:56];
      end
      default:
      begin
        ctl_ge = 0;
        oct_ge = 0;
      end
    endcase
    if(oct_ge == 8'hfb && ctl_ge == 1) begin
      ge_en = 1;
      ge_er = 0;
      ge_d  = 8'h55;
    end
    else if(oct_ge == 8'hfd && ctl_ge == 1) begin
      ge_en = 0;
      ge_er = 0;
      ge_d  = 8'h0;
    end
    else if(oct_ge == 8'hfe && ctl_ge == 1) begin
      ge_en = 1;
      ge_er = 1;
      ge_d  = 8'h0;
    end
    else if(ctl_ge == 0) begin
      ge_en = 1;
      ge_er = 0;
      ge_d  = oct_ge;
    end
    else begin
      ge_en = 0;
      ge_er = 0;
      ge_d  = oct_ge;
    end
  end
  reg       fe_en;
  reg       fe_er;
  reg [7:0] fe_d, fe_dp; 
  reg       ctl_fe, ctl_fe_d1;
  reg [7:0] oct_fe, oct_fe_d1;  
  always @(posedge clk) begin
    ctl_fe_d1 <= ctl_fe;
    oct_fe_d1 <= oct_fe;
  end
  always @(*) begin
    ctl_fe = ctl_fe_d1;
    oct_fe = oct_fe_d1;
    case(clk_cnt)
      4'd0: 
      begin
        ctl_fe = xc_i[0];
        oct_fe = xd_i[7:0]; 
      end
      4'd2:
      begin
        ctl_fe = xc_i_z1[1];
        oct_fe = xd_i_z1[15:8];
      end
      4'd4:
      begin
        ctl_fe = xc_i_z1[2];
        oct_fe = xd_i_z1[23:16];
      end
      4'd6:
      begin
        ctl_fe = xc_i_z1[3];
        oct_fe = xd_i_z1[31:24];
      end
      4'd8:
      begin
        ctl_fe = xc_i_z1[4];
        oct_fe = xd_i_z1[39:32];
      end
      4'd10:
      begin
        ctl_fe = xc_i_z1[5];
        oct_fe = xd_i_z1[47:40];
      end
      4'd12:
      begin
        ctl_fe = xc_i_z1[6];
        oct_fe = xd_i_z1[55:48];
      end
      4'd14:
      begin
        ctl_fe = xc_i_z1[7];
        oct_fe = xd_i_z1[63:56];
      end
    endcase
    if(oct_ge == 8'hfb && ctl_ge == 1) begin
      fe_en = 1;
      fe_er = 0;
      fe_dp = 8'h55;
    end
    else if(oct_ge == 8'hfd && ctl_ge == 1) begin
      fe_en = 0;
      fe_er = 0;
      fe_dp = 8'h0;
    end
    else if(oct_ge == 8'hfe && ctl_ge == 1) begin
      fe_en = 1;
      fe_er = 1;
      fe_dp = 8'h0;
    end
    else if(ctl_ge == 0) begin
      fe_en = 1;
      fe_er = 0;
      fe_dp = oct_ge;
    end
    else begin
      fe_en = 0;
      fe_er = 0;
      fe_dp = oct_ge;
    end
    fe_d = 8'h0;
    case(clk_cnt)
      4'd0, 4'd2, 4'd4, 4'd6, 4'd8, 4'd10, 4'd12, 4'd14:
        fe_d = {4'b0, fe_dp[3:0]};
      4'd1, 4'd3, 4'd5, 4'd7, 4'd9, 4'd11, 4'd13, 4'd15:
        fe_d = {4'b0, fe_dp[7:4]};
    endcase
  end
  always @(posedge clk or negedge rst_n) begin
    if(!rst_n) begin
      en_o <= 0;
      er_o <= 0;
      d_o  <= 8'h0;   
    end
    else if(mii_mode_i == 1) begin
      en_o <= fe_en;
      er_o <= fe_er;
      d_o  <= fe_d ;   
    end
    else begin
      en_o <= ge_en;
      er_o <= ge_er;
      d_o  <= ge_d ;   
    end
  end
endmodule
```
**flow/run.sh**
```bash
#!/bin/bash
# OpenROAD 26Q1-2900-gdf79404cd8, Yosys 0.63+post, stock flow scripts
make -C /OpenROAD-flow-scripts/flow DESIGN_CONFIG=/design/flow/config.mk WORK_HOME=/design/flow/orfs finish
```
**flow/config.mk**
```make
export PLATFORM = sky130hd
export DESIGN_NAME = gfe_cvt
export DESIGN_NICKNAME = gfe_cvt
export VERILOG_FILES = /design/flow/design.v
export SDC_FILE = /design/flow/constraint.sdc
export NUM_CORES = 4
export LEC_CHECK = 1
export CORE_UTILIZATION = 30
```
**flow/constraint.sdc**
```tcl
current_design gfe_cvt

set clk_period 3.7
set clk_io_pct 0.2

create_clock -name clk0 -period $clk_period [get_ports {clk}]

set non_clock_inputs [all_inputs -no_clocks]
set_input_delay [expr $clk_period * $clk_io_pct] -clock clk0 $non_clock_inputs
set_output_delay [expr $clk_period * $clk_io_pct] -clock clk0 [all_outputs]
```
==> run notes <==
HPWL after detailed placement: 13,430 um. The worst min-delay path class is input pin to async pin. The remaining antenna violation count after routing came out at 0. The global placement routability congestion is 0.8420.

Post-synth the commonest register cell is edfxtp_1. Data on the critical path is required at its endpoint by 3970 ps. Number of top-level pins: 168. The run gives 3650 ps for the endpoint arrival time on the critical path.

The top cell type by area accounts for 26.73% of the synthesized area. For the summed standard-cell area reported by yosys, the log shows 7078 um^2. Power spread over the standard cell area amounts to 489.6 nW/um^2. The leakage power came out at 3.488 nW. The most common cell after layout, fill and taps aside was clkdlybuf4s50_1. Setup repair after global routing left no endpoint under its margin. No sink is reached through more buffers than the 2 on the longest clock path. Sort of element at the start of the critical path: a flop. CTS built an H-tree with a depth of 4. Post-synth tally of flip-flops with integrated enable: 63. The run gives 0 for the setup-violating endpoint count in the final report.

The run gives 508 for the count of instantiated cells in the yosys netlist. On the worst path, the slowest cell contributes a delay of 760 ps. With the synthesized flop and latch total at 168, the number of antenna violations at the first check in global routing is 0.

The slew at the pin with the worst max-slew slack is 888.9 ps. The yosys warning tally is 1. According to the floorplan report, the die height is 155.6 um. The routed design shows a via density per instance of 4.884.

Proportion of register bits with asynchronous set or reset after synthesis: 57.74%. The run gives 29,560 um for the first-pass GRT wire length. The worst vdd rail ir drop is 246.1 uV. Global routing used 26.27% of the available met2 tracks. With the floorplan utilization at 30.89%, the total number of placement rows is 55.

The flow measured a signed area growth from synthesis to layout of 37.48%. Type of the setup path with the least slack: flop to flop. The sequential-to-total area share from yosys stat was 63.92%. The run gives 5,137 for the via count of the first global-routing pass. Between clock sinks in the finished design, the worst skew comes to 12.80 ps.

The tools report the met1 layer usage reported by global route as 24.51%. STA classifies the critical path endpoint as a flop. The logs give 7078 um^2 for the area of the mapped netlist and 430 ps for the insertion delay at the late pin of the worst-skew pair. TritonCTS built the clock tree.

The ratio of cells with drive above 1 in the final layout was 26.65%; the standard cell core area was 22,920 um^2. After detailed routing, the average wire length per cell comes to 18.56 um. With the number of pins with negative max-slew slack in the final report at 0, the post-route DRC violation count is 0. The cell type with the highest aggregate area in the netlist was edfxtp_1. The clock slew at the register clock pins of the worst setup and hold paths works out to 70 ps.

The max-slew headroom at the worst pin was 40.74%. The detailed router finished its first iteration with 214 violations. Entering global routing, the biggest net connects 64 pins.

The top fanout value on the critical path is 19, and the length in cells of the worst reg-to-reg path is 8. The floorplan step set the die width to 155.6 um. Overall routing resource usage recorded by global route was 16.73%. The overall via count from detail_route is 4,938.

Setup slack on the worst reg-to-reg path comes out at 320 ps. Tally of OpenROAD warnings: 30. The tools report the terminus of the critical flop-to-flop path as d_o[2]. For the sink count of the clock tree, the log shows 168. The cell with the largest stage delay on the worst path is ha_1. The run gives 0 for the number of resized instances in the post-cts repair step.

The fmax is 295.7 MHz. The critical path goes through inv_1 > ha_1 > a222oi_1 > mux2i_1 > o21ai_2 > or4_4 > nor4b_1 > o22ai_1. Final design instance area without fill: 9731 um^2. After synthesis, the cell types taking the most area are edfxtp_1 27%, dfrtp_1 22%, dfstp_2 13%.

Accumulated negative setup slack: 0 ps. The tools report the master cell of the clock root buffer as clkbuf_16. Global route summary, busiest routing layer listed as met2. For the finished layout, the period the worst path requires is 3382 ps.

Looking at the post-CTS report, the setup buffer insertion count equals 0. For the leftover overflow at the end of global routing, the log shows 0. The library cells used most frequently in the layout, excluding fill and tap cells, are 166 x clkdlybuf4s50_1, 82 x mux2_2, 63 x edfxtp_1. The tools report the max-cap check violation count as 0. The cell count after synthesis is 508.

Yosys mapped the design onto 69 distinct sky130hd cell types. The final period utilization is 91.41%. Die area: 24,210 um^2. Looking at the reg2reg group, the worst path starts from clk_cnt[0]. Cell area after placement: 9125 um^2. On met3, the global router reports a usage of 4.470%. With the number of buffer cells added on primary ports at 167, the iteration count of the initial detailed-routing pass is 4. Number of fill cells in the layout: 2,028. The logs give 0 for the antenna diode instance count and 0 for the quantity of hold-fixing buffers added after cts. The total count of hold-check failures in the final report was 0. The flow ran to the end, and the final reports show no timing, DRC or antenna violations. Each instance of the synthesized netlist takes up on average 13.93 um^2.

The number of clock buffers added by TritonCTS is 17. The routed design has 18,760 um of wire.
## worst max-delay path, delay by kind of cell (launching register included)
family,cells,cell delay [ps]
multiplexers,1,260
buffers and inverters,1,150
flip-flops,1,460
adder cells (fa/ha/maj),1,760
AND/OR/NAND/NOR,2,1030
AND-OR/OR-AND,3,550
## sequential cells by signal, summed over array words and instances, names as in the netlist, 4 cells and up
signal and cells:
d_o 8, clk_cnt 4, d_d1 4, xd_o 64, fe_oct_d1 8, xc_o 8
xc_i_z1 7, xd_i_z1 56
## per-stage QoR
stage | setup WS [ps] | total power [mW] | hold slack [ps] | util, % | instances
final | 317.7 | 4.764 | 269.3 | 42.46 | 1011
after global routing | 94.62 | 4.975 | 303.6 | 42.46 | 1011
after CTS | 320.8 | 4.817 | 286.6 | 42.46 | 1011
after detailed placement | 395.1 | 3.059 | 495.3 | 39.82 | 979
after global placement | 396.0 | 3.050 | 492.6 | 39.82 | 979
after floorplan | 1265 | 2.516 | 444.4 | - | 508
## synth_stat cells (3+ instances only)
cell      number
a22oi_1       30
mux2_2        82
o31ai_1        3
nand2b_1       3
a21oi_1       22
nor3_1        11
or2_2          3
o21ai_0       17
and3_1         5
buf_4          4
clkbuf_1       9
dfxtp_1        8
xor2_1         3
o211ai_1       4
dfrtp_1       61
nand3_1        7
edfxtp_1      63
dfstp_2       36
nand2_1       19
mux2i_1        3
a22o_1         3
ha_1           6
nor2_1        29
nor2b_1        4
inv_1          5
a211oi_1       5
a221oi_1       3
buf_2          9
## where the power goes
group          leakage (nW)  switching (mW)  internal [mW]
sequential             1.67           0.111           2.19
clock                 0.295           0.835          0.914
combinational          1.52           0.228          0.491
total                  3.49            1.17           3.59
## worst max path at each step
stage	start	endpoint	slack [ps]	depth (start not counted)
finish	clk_cnt[0]	d_o[2]	320	8
global route	clk_cnt[0]	d_o[2]	90	8
CTS	clk_cnt[0]	d_o[2]	320	8
## kinds of logic after synthesis
family / after synthesis / synth area share, %
DFF: 168 / 63.92
AOI/OAI and AO/OA: 118 / 12.13
and+or+nand+nor: 95 / 6.647
muxes: 85 / 13.47
buffers and inverters: 32 / 2.280
adders and majority gates: 6 / 1.061
xor gates and xnor gates: 4 / 0.4951
## cell type report
class	count	area, um^2	share of cell area [%]
Sequential cell	168	4526	46.51
Multi-Input combinational cell	308	2392	24.59
Timing Repair Buffer	183	1789	18.39
Clock buffer	17	425.4	4.372
Tap cell	313	391.6	4.025
Clock inverter	15	180.2	1.852
Inverter	7	26.28	0.2700
## per-layer routing
metal / vias up / routed length [um]
met2: 173 / 9201
li1: 2273 / -
met4: 0 / 404
met5: - / 0
met1: 2469 / 8011
met3: 23 / 1146
Power is estimated from default activity; no workload was simulated.
