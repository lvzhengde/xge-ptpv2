**flow/config.mk**
```make
export PLATFORM = sky130hd
export DESIGN_NAME = tx_ptp_buf
export DESIGN_NICKNAME = tx_ptp_buf
export VERILOG_FILES = /design/flow/design.v
export SDC_FILE = /design/flow/constraint.sdc
export NUM_CORES = 4
export LEC_CHECK = 1
export CORE_UTILIZATION = 30
```
**flow/constraint.sdc**
```tcl
current_design tx_ptp_buf

set clk_period 6.1
set clk_io_pct 0.2

create_clock -name clk0 -period $clk_period [get_ports {bus2ip_clk}]
create_clock -name clk1 -period $clk_period [get_ports {tx_clk}]

set non_clock_inputs [all_inputs -no_clocks]
set_input_delay [expr $clk_period * $clk_io_pct] -clock clk0 $non_clock_inputs
set_output_delay [expr $clk_period * $clk_io_pct] -clock clk0 [all_outputs]
```
**flow/design.v**
```verilog
module tx_ptp_buf (
  input               tx_clk,
  input               tx_rst_n,
  output reg [63:0]   xge_txd_o,
  output reg [7:0]    xge_txc_o,
  input               bus2ip_clk   ,
  input               bus2ip_rst_n  ,
  input  [31:0]       bus2ip_addr_i ,
  input  [31:0]       bus2ip_data_i ,
  input               bus2ip_rd_ce_i ,          
  input               bus2ip_wr_ce_i ,          
  output reg [31:0]   ip2bus_data_o   
);
  parameter TX_BUF_BADDR = 32'h2000;
  reg  [31:0] wr_buf[127:0];  
  reg  [8:0]  frm_len;
  reg         tx_start, tx_start_d1, tx_start_d2;
  wire [31:0] masked_addr  = bus2ip_addr_i & 32'h1ff;
  wire [6:0]  shifted_addr = masked_addr[8:2];
  always @(posedge bus2ip_clk or negedge bus2ip_rst_n) begin
    if(!bus2ip_rst_n) begin
      frm_len  <= 0;
      tx_start <= 0;
    end
    else if(bus2ip_wr_ce_i == 1'b1 && bus2ip_addr_i == TX_BUF_BADDR + 32'h200) begin    
      frm_len  <= bus2ip_data_i[8:0];
      tx_start <= bus2ip_data_i[15];
    end
    else if(bus2ip_wr_ce_i == 1'b1 && bus2ip_addr_i >= TX_BUF_BADDR && bus2ip_addr_i < (TX_BUF_BADDR+32'h200)) begin   
      wr_buf[shifted_addr] <= bus2ip_data_i[31:0];
    end
    else begin   
      if(tx_start_d2 == 1'b1)   tx_start   <= 0 ;
    end
  end
  always @(posedge bus2ip_clk or negedge bus2ip_rst_n) begin
    if(!bus2ip_rst_n) begin
      {tx_start_d1,  tx_start_d2} <= 2'b0;
    end
    else begin
      {tx_start_d1,  tx_start_d2} <= {tx_start,  tx_start_d1};
    end
  end
  always @(*) begin
    if(bus2ip_rd_ce_i == 1'b1 && bus2ip_addr_i == TX_BUF_BADDR + 32'h200)  
      ip2bus_data_o[31:0] = {16'b0, tx_start, 6'b0, frm_len};
    else if(bus2ip_rd_ce_i == 1'b1 && bus2ip_addr_i >= TX_BUF_BADDR && bus2ip_addr_i < (TX_BUF_BADDR+32'h200)) 
      ip2bus_data_o[31:0] = wr_buf[shifted_addr];
    else
      ip2bus_data_o[31:0] = 32'h0;
  end
  parameter TX_IDLE = 2'd0, TX_FIRST = 2'd1, TX_DATA = 2'd2, TX_LAST = 2'd3;
  reg  [1:0] cstate, nstate;
  reg  tx_start_z1, tx_start_z2, tx_start_z3; 
  wire  start_pul = tx_start_z2 & (~tx_start_z3);
  always @(posedge tx_clk or negedge tx_rst_n) begin
    if(!tx_rst_n) begin
      {tx_start_z1,  tx_start_z2, tx_start_z3} <= 3'b0;
    end
    else begin
      {tx_start_z1,  tx_start_z2, tx_start_z3} <= {tx_start,  tx_start_z1, tx_start_z2};
    end
  end
  reg  [8:0]  eth_count;
  wire [8:0]  tx_octets = (eth_count >= 8) ? eth_count - 8 : 0;
  wire last_p = ((tx_octets+16) > frm_len) ? 1 : 0;
  always @(posedge tx_clk or negedge tx_rst_n) begin
    if(!tx_rst_n) 
      cstate <= TX_IDLE;
    else 
      cstate <= nstate;
  end
  always @(*) begin
    nstate = cstate;
    case(cstate)
      TX_IDLE:
        if(start_pul == 1'b1)
          nstate = TX_FIRST;
      TX_FIRST:                
        nstate = TX_DATA;
      TX_DATA:                 
        if(last_p == 1'b1)
          nstate = TX_LAST;
      TX_LAST:                 
        nstate = TX_IDLE;
    endcase
  end
  wire [6:0]  addr0 = tx_octets[8:2];
  wire [6:0]  addr1 = addr0 + 1;
  wire [63:0] data_tuple = {wr_buf[addr1], wr_buf[addr0]};
  wire [8:0]  res_len = frm_len - tx_octets;
  always @(posedge tx_clk or negedge tx_rst_n) begin : TX_XGMII
    if(!tx_rst_n) begin
      xge_txd_o <= {8{8'h07}};
      xge_txc_o <= 8'hff;
      eth_count <= 0;
    end
    else if(cstate == TX_IDLE) begin
      xge_txd_o <= {8{8'h07}};
      xge_txc_o <= 8'hff;
      eth_count <= 0;
    end
    else if(cstate == TX_FIRST) begin
      xge_txd_o <= {8'hd5, {6{8'h55}}, 8'hfb};
      xge_txc_o <= 8'h01;
      eth_count <= eth_count + 8;
    end
    else if(cstate == TX_DATA) begin
      xge_txd_o <= data_tuple;
      xge_txc_o <= 8'h0;
      eth_count <= eth_count + 8;
    end
    else if(cstate == TX_LAST) begin
      case (res_len[2:0])
        3'd0: begin
          xge_txd_o <= {{7{8'h07}}, 8'hfd};
          xge_txc_o <= 8'b1111_1111;
        end
        3'd1: begin
          xge_txd_o <= {{6{8'h07}}, 8'hfd, data_tuple[7:0]};
          xge_txc_o <= 8'b1111_1110;
          eth_count <= eth_count + 1;
        end
        3'd2: begin
          xge_txd_o <= {{5{8'h07}}, 8'hfd, data_tuple[15:0]};
          xge_txc_o <= 8'b1111_1100;
          eth_count <= eth_count + 2;
        end
        3'd3: begin
          xge_txd_o <= {{4{8'h07}}, 8'hfd, data_tuple[23:0]};
          xge_txc_o <= 8'b1111_1000;
          eth_count <= eth_count + 3;
        end
        3'd4: begin
          xge_txd_o <= {{3{8'h07}}, 8'hfd, data_tuple[31:0]};
          xge_txc_o <= 8'b1111_0000;
          eth_count <= eth_count + 4;
        end
        3'd5: begin
          xge_txd_o <= {{2{8'h07}}, 8'hfd, data_tuple[39:0]};
          xge_txc_o <= 8'b1110_0000;
          eth_count <= eth_count + 5;
        end
        3'd6: begin
          xge_txd_o <= {8'h07, 8'hfd, data_tuple[47:0]};
          xge_txc_o <= 8'b1100_0000;
          eth_count <= eth_count + 6;
        end
        3'd7: begin
          xge_txd_o <= {8'hfd, data_tuple[55:0]};
          xge_txc_o <= 8'b1000_0000;
          eth_count <= eth_count + 7;
        end
      endcase
    end
  end
endmodule
```
**flow/run.sh**
```bash
#!/bin/bash
# OpenROAD 26Q1-2900-gdf79404cd8, Yosys 0.63+post, stock flow scripts
make -C /OpenROAD-flow-scripts/flow DESIGN_CONFIG=/design/flow/config.mk WORK_HOME=/design/flow/orfs finish
```
==> results.yml <==
# flow metrics
status:
  status: "stopped before the end"
  stop_stage: "global routing"
  error: "[ERROR GRT-0116] Global routing finished with congestion. Check the congestion regions in the DRC Viewer."
synth:
  yosys_warnings: 2
  avgSynthCellArea_um2: 12.9
  ys_chip_area_um2: 202000
  synth_sequential_area_ratio: 0.620
  ys_async_sr_fraction: 0.0238
  ys_ff: 4196
  syn_area_um2: 202000
  synth.distinct_cells: 102
  ff_type: "edfxtp_1"
  syn_inst: 15700
  yosysCellCount: 15700
  synth-edff-count: 4096
die:
  rows: 301
  die_w_um: 823
  fp_util: 0.301
  ios: 174
  die_h_um: 823
global_route:
  grt_pass1_vias: 313000
  grt_pass1_wl_um: 4470000
  track_usage: 1.08
  overflow: 71200
  grt_max_degree: 84
placement:
  gp_congestion: 1.54
  place_area_um2: 261000
  dp.final_hpwl_um: 2480000
  portBuffers: 172
clock_network:
  clock-sinks: 4196
-- cell families after synthesis --
family / synth area share
simple gates: 0.0901
mux: 0.00163
fa+ha+maj: 0.00153
buf+inv: 0.0280
xor+xnor: 0.000859
flops: 0.620
compound gates: 0.258
-- stage by stage --
stage                      util  setup WS, ns  std cells
after floorplan               -         0.482      15700
after global placement    0.389         -2.48      27700
after detailed placement  0.389         -1.83      27700
after CTS                 0.417       -0.0549      28700
-- Yosys cell counts (all sizes together), types with 36 or more instances --
library cell	count	area, µm²
a2111oi	66	584
a211oi	84	656
a21oi	281	1420
a221o	84	841
a221oi	1222	10700
a222oi	355	3550
a22o	1137	9960
a22oi	2620	19700
a31oi	83	526
a32o	36	360
a32oi	69	604
and3	119	749
and4	39	342
buf	371	1740
clkbuf	1016	3810
dfrtp	67	1680
edfxtp	4096	123000
nand2	713	2680
nand3	590	2990
nand4	768	4810
nor2	580	2210
nor3	365	1910
nor4	208	1370
o21ai	207	1050
o22ai	49	307
or4	41	308
-- per-layer routing --
layer,GRT usage,GRT overflow
met5,0.954,1245
met2,1.18,33200
met1,1.07,15300
met3,1.04,11700
met4,0.974,9673
-- what timing repair did --
action,CTS
gates cloned,1
buffers inserted,49
hold buffers,0
setup endpoints to repair,60
pin swaps,70
resized,339
