File: config.mk
export PLATFORM = sky130hd
export DESIGN_NAME = ptp_int_ctl
export DESIGN_NICKNAME = ptp_int_ctl
export VERILOG_FILES = /design/flow/design.v
export SDC_FILE = /design/flow/constraint.sdc
export NUM_CORES = 4
export LEC_CHECK = 1
export CORE_UTILIZATION = 50
File: constraint.sdc
current_design ptp_int_ctl

set clk_period 2.9
set clk_io_pct 0.2

create_clock -name clk0 -period $clk_period [get_ports {bus2ip_clk}]

set non_clock_inputs [all_inputs -no_clocks]
set_input_delay [expr $clk_period * $clk_io_pct] -clock clk0 $non_clock_inputs
set_output_delay [expr $clk_period * $clk_io_pct] -clock clk0 [all_outputs]
File: design.v
module ptp_int_ctl (
  input               bus2ip_clk   ,
  input               bus2ip_rst_n  ,
  input  [31:0]       bus2ip_addr_i ,
  input  [31:0]       bus2ip_data_i ,
  input               bus2ip_rd_ce_i ,          
  input               bus2ip_wr_ce_i ,          
  output reg [31:0]   ip2bus_data_o ,  
  input               int_rx_all_i,
  input               intxms_i,
  input               int_rx_ptp_i,
  input               int_tx_ptp_i,
  output reg          int_ptp_o
);
  parameter INT_BASE_ADDR = 32'h300;
  reg  int_rx_all_z1, int_rx_all_z2, int_rx_all_z3;
  reg  intxms_z1, intxms_z2, intxms_z3;
  reg  int_rx_ptp_z1, int_rx_ptp_z2, int_rx_ptp_z3;
  reg  int_tx_ptp_z1, int_tx_ptp_z2, int_tx_ptp_z3;
  always @(posedge bus2ip_clk or negedge bus2ip_rst_n) begin
    if(!bus2ip_rst_n) begin
      {int_rx_all_z1, int_rx_all_z2, int_rx_all_z3} <= 3'b0;
      {intxms_z1, intxms_z2, intxms_z3} <= 3'b0;
      {int_rx_ptp_z1, int_rx_ptp_z2, int_rx_ptp_z3} <= 3'b0;
      {int_tx_ptp_z1, int_tx_ptp_z2, int_tx_ptp_z3} <= 3'b0;
    end
    else begin
      {int_rx_all_z1, int_rx_all_z2, int_rx_all_z3} <= {int_rx_all_i, int_rx_all_z1, int_rx_all_z2};
      {intxms_z1, intxms_z2, intxms_z3} <= {intxms_i, intxms_z1, intxms_z2};
      {int_rx_ptp_z1, int_rx_ptp_z2, int_rx_ptp_z3} <= {int_rx_ptp_i, int_rx_ptp_z1, int_rx_ptp_z2};
      {int_tx_ptp_z1, int_tx_ptp_z2, int_tx_ptp_z3} <= {int_tx_ptp_i, int_tx_ptp_z1, int_tx_ptp_z2};
    end
  end
  reg  [31:0]      bus2ip_addr_z1, bus2ip_addr_z2 ; 
  reg              bus2ip_rd_ce_z1 ;          
  reg              read_clear, read_clear_z1 ; 
  wire             read_clear_pulse = read_clear & (~read_clear_z1);
  always @(posedge bus2ip_clk or negedge bus2ip_rst_n) begin
    if(!bus2ip_rst_n) begin
      bus2ip_addr_z1 <= 32'h0;
      bus2ip_addr_z2 <= 32'h0;
      bus2ip_rd_ce_z1 <= 1'b0;
      read_clear_z1  <= 1'b0;
    end
    else begin
      bus2ip_addr_z1 <= bus2ip_addr_i;
      bus2ip_addr_z2 <= bus2ip_addr_z1;
      bus2ip_rd_ce_z1 <= bus2ip_rd_ce_i;
      read_clear_z1  <= read_clear  ;
    end
  end
  always @(posedge bus2ip_clk or negedge bus2ip_rst_n) begin
    if(!bus2ip_rst_n)
      read_clear <= 1'b0;
    else if(bus2ip_rd_ce_i == 1'b0 && bus2ip_rd_ce_z1 == 1'b1)  
      read_clear <= 1'b1;
    else if(bus2ip_addr_i != bus2ip_addr_z1 && bus2ip_rd_ce_i == 1'b1 && bus2ip_rd_ce_z1 == 1'b1)  
      read_clear <= 1'b1;
    else if(read_clear_z1 == 1'b1)
      read_clear <= 1'b0;
  end
  reg  [3:0]  int_status;
  always @(posedge bus2ip_clk or negedge bus2ip_rst_n) begin
    if(!bus2ip_rst_n)
      int_status[3:0] <= 4'b0;
    else if(read_clear_pulse == 1'b1 && bus2ip_addr_z2[31:0] == INT_BASE_ADDR) 
      int_status[3:0] <= 4'b0;
    else begin
      if(int_rx_all_z2 &(~int_rx_all_z3) )   int_status[3] <= 1'b1;
      if(intxms_z2 & (~intxms_z3))           int_status[2] <= 1'b1;
      if(int_rx_ptp_z2 &(~int_rx_ptp_z3) )   int_status[1] <= 1'b1;
      if(int_tx_ptp_z2 &(~int_tx_ptp_z3) )   int_status[0] <= 1'b1;
    end
  end
  reg  [3:0]  int_mask;
  always @(posedge bus2ip_clk or negedge bus2ip_rst_n) begin
    if(!bus2ip_rst_n)
      int_mask[3:0] <= 4'b1111;
    else if(bus2ip_wr_ce_i == 1'b1 && bus2ip_addr_i == (INT_BASE_ADDR+1))
      int_mask[3:0] <= bus2ip_data_i[3:0];
  end
  always @(*) begin
    if(bus2ip_rd_ce_i == 1'b1 && bus2ip_addr_i == INT_BASE_ADDR)
      ip2bus_data_o[31:0] = {28'b0, int_status[3:0]};
    else if(bus2ip_rd_ce_i == 1'b1 && bus2ip_addr_i == (INT_BASE_ADDR+1))
      ip2bus_data_o[31:0] = {28'b0, int_mask[3:0]};
    else
      ip2bus_data_o[31:0] = 32'h0;
  end
  always @(posedge bus2ip_clk or negedge bus2ip_rst_n) begin
    if(!bus2ip_rst_n)
      int_ptp_o <= 1'b0;
    else
      int_ptp_o <= |(int_status[3:0] & int_mask[3:0]);
  end
endmodule
File: run.sh
#!/bin/bash
# OpenROAD 26Q1-2900-gdf79404cd8, Yosys 0.63+post, stock flow scripts
make -C /OpenROAD-flow-scripts/flow DESIGN_CONFIG=/design/flow/config.mk WORK_HOME=/design/flow/orfs finish
==> flow_summary_export.csv <==
group,metric,value,unit
run_status,status,"finished, final reports clean",
yosys,synth_warnings,1,
clocking,cts_root_buf,"clkbuf_8",
global_route,grt_pass1_wl,8604,um
routing,drc,0,
yosys,ys_types,27,
critical_path,cp.arrival,2.24,ns
clocking,holdBufCountCts,0,
placement,place_congestion,0.7870,
yosys,yosys-top-cells-area,"dfrtp_1 67%, xnor2_1 8.1%, buf_4 6.7%, dfstp_2 3.4%, nor4_1 2.6%",
placement,hpwl,4013,um
yosys,ys_async_sr_fraction,100.0,%
finish,drive_gt1_share,23.23,%
clocking,cts_tree,"built",
global_route,antenna_found_initial,0,
routing,postRouteAntennaNets,0,
min_path,hp-class,"in2async",
routing,drt-initial-drc-count,62,
yosys,ys_dominant_reg_cell,"dfrtp_1",
routing,vias,1786,
sta,tightest_slew,0.6127,ns
floorplan,die_area,6579,um^2
power_and_ir_drop,leakage,0.001971,uW
finish,fin_util,69.70,%
yosys,top_area_cell,"dfrtp_1",
floorplan,num_rows,28,
sta,finalClockPeriodUsage,97.12,%
yosys,synth.avg_cell_area,14.62,um^2
power_and_ir_drop,power,2307,uW
finish,mi_logic_area,878.3,um^2
critical_path,critPathMaxFanout,4,
sta,drv_slew,0,
sta,setup_violations,0,
floorplan,chipHeight,81.11,um
clocking,clk_latency,0.34,ns
sta,worst_clock_skew,0.006279,ns
routing,antenna-diode-count,0,
finish,fin_cells,385,
clocking,clk_path_buf_depth,2,
yosys,ys_seq_share,70.53,%
critical_path,critPathRequiredTime,2.32,ns
yosys,enable_flop_cells,0,
routing,firstDrtPassIters,4,
routing,via_per_inst,4.639,
yosys,top_cells_by_count,"84 x dfrtp_1, 29 x xnor2_1, 28 x buf_4",
floorplan,fp_util,52.23,%
placement,io_buffers,48,
sta,hold_viol_final,0,
power_and_ir_drop,power_density,552.6,nW/um^2
floorplan,die-width,81.11,um
sta,period_minus_slack,2.816,ns
critical_path,end_kind,"output port",
yosys,yosys_cells,214,
floorplan,io_pins,105,
finish,fillers,418,
yosys,synth_cells,214,
finish,regArea,2207,um^2
routing,post_drt_wl_per_cell,13.99,um
floorplan,core,5991,um^2
run,warning_count,54,
clocking,cts_made_buffers,9,
critical_path,crit_type,"in2out",
critical_path,start_kind,"primary input",
yosys,synth.top_cell.area_share,67.17,%
run,drv_cap,0,
yosys,synth_flops,88,
power_and_ir_drop,vdd_drop_max,0.4015,mV
routing,routed_wl,5385,um
clocking,path_clk_slew,0.08,ns
finish,syn2layout_area_growth,33.43,%
clocking,h-tree-depth,3,
sta,max_freq,355.1,MHz
global_route,overflow,0,
yosys,yosys_area,3129,um^2
global_route,track_usage,18.88,%
global_route,first_global_vias,1757,
placement,dp.cells,370,
clocking,clock-sinks,88,
yosys,synthMostInstantiatedCell,"dfrtp_1",
yosys,netlist_area,3129,um^2
sta,slew-limit-headroom,59.15,%
global_route,grt_max_degree,52,
sta,setup_tns,0,ns
==> kinds of logic after synthesis <==
kind of cell,share of synthesized area (%)
XOR/XNOR,8.956
multiplexers,2.719
AND/OR/NAND/NOR,8.997
flip-flops,70.53
AND-OR/OR-AND,1.319
buffers and inverters,7.357
other,0.1198
==> path summary, 6_finish.rpt <==
path / from / end / slack, ns / cells after the start
setup / recovery: bus2ip_addr_i[29] / ip2bus_data_o[1] / 0.08 / 6
hold / removal: bus2ip_rst_n / bus2ip_addr_z1[26] / 0.24 / 1
setup reg to reg: bus2ip_addr_z2[1] / int_status[0] / 1.27 / 4
hold reg to reg: intxms_z1 / intxms_z2 / 0.35 / 0
max in group asynchronous: bus2ip_rst_n / int_mask[3] / 1.86 / 2
min in group clk0: intxms_z1 / intxms_z2 / 0.35 / 0
==> power by group <==
| part | total (uW) | switching (uW) | internal (uW) |
|---|---|---|---|
| clock | 799 | 382 | 416 |
| combinational | 201 | 88.5 | 112 |
| sequential | 1310 | 24.7 | 1280 |
| total | 2310 | 495 | 1810 |
==> metal layers <==
metal | up-vias | wire length, um | GRT usage, %
met3 | 10 | 419 | 6.385
li1 | 862 | - | -
met5 | - | 0 | 0
met4 | 0 | 82 | 3.214
met2 | 60 | 2425 | 26.30
met1 | 854 | 2458 | 31.24
==> through the flow <==
step / worst slack, ns / hold WS, ns / instance area [um^2]
final: 0.08363 / 0.2384 / 4175
after global routing: -0.02149 / 0.2806 / 4175
after CTS: 0.004302 / 0.2599 / 4075
after detailed placement: -0.2424 / 0.3347 / 3850
after global placement: -0.2198 / 0.3317 / 3850
after floorplan: 1.072 / 0.2844 / 3231
==> what timing repair did <==
action | in CTS | in global routing
setup endpoints to repair | 4 | 4
pin swaps | 8 | 11
resized | 11 | 30
buffers inserted | 0 | 0
==> critical path, stage by stage <==
cell             delay [ns]
clkdlybuf4s50_1        0.44
nor3_2                 0.22
and4_4                 0.28
nand3_4                0.12
nor2_2                 0.14
clkdlybuf4s50_1        0.46
==> area by class of cell <==
class	instances	area share [%]
clock inverters	3	1.019
flip-flops and latches	88	52.86
multi-input cells	120	21.04
repair buffers	83	19.00
well taps	75	2.248
inverters	4	0.3596
clock buffers	12	3.476
==> flip-flops by register name, indices dropped and copies added (netlist names), 4 cells and up <==
| signal | count |
|---|---|
| bus2ip_addr_z1 | 32 |
| int_mask | 4 |
| int_status | 4 |
| bus2ip_addr_z2 | 32 |
==> cell usage in the layout, fill, tap and decap left out, types with 2 or more instances in the layout <==
| cell type | n |
|---|---|
| nand3_1 | 2 |
| inv_1 | 4 |
| dfstp_2 | 4 |
| nor4_2 | 4 |
| dlymetal6s2s_1 | 22 |
| dlygate4sd2_1 | 2 |
| mux2i_1 | 4 |
| clkbuf_8 | 10 |
| nand4_1 | 8 |
| conb_1 | 28 |
| a21oi_1 | 4 |
| nor4_1 | 10 |
| nor2_2 | 3 |
| a22oi_1 | 2 |
| buf_4 | 36 |
| xnor2_1 | 29 |
| xor2_1 | 3 |
| clkdlybuf4s50_1 | 23 |
| dfrtp_1 | 84 |
| and4_4 | 3 |
| mux2_2 | 4 |
| nor4b_4 | 2 |
| clkbuf_1 | 2 |
| nor2_1 | 4 |
Power figures rest on the tool's default switching activity, not on a simulated workload.
